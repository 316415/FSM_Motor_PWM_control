[design.v]
`timescale 1ns / 1ps
module BCDtoFND_decoder(
    input i_reset,
    input [3:0] i_Fnd,
    output [7:0] o_font
    );
    reg [7:0] r_font;
    assign o_font = r_font;
    always @(*) begin
        if(i_reset) begin
            r_font <= 8'hff;
        end
        else begin
            case (i_Fnd)
                4'h0 : r_font <= 8'hc0;
                4'h1 : r_font <= 8'hf9;
                4'h2 : r_font <= 8'ha4;
                4'h3 : r_font <= 8'hb0;
                4'h4 : r_font <= 8'h99;
                4'h5 : r_font <= 8'h92;
                4'h6 : r_font <= 8'h82;
                4'h7 : r_font <= 8'hf8;
                4'h8 : r_font <= 8'h80;
                4'h9 : r_font <= 8'h90;
                4'ha : r_font <= 8'h7f;
                default: r_font <= 8'hff;
            endcase
        end
    end
endmodule
`timescale 1ns / 1ps
module FND_position_decoder(
    input i_clk,
    output o_position
    );
    reg r_position = 1'b0;
    assign o_position = r_position;
endmodule
`timescale 1ns / 1ps
module FSM_motor(
    input [2:0] i_button,
    input i_reset, i_clk,
    output [2:0] o_pwm_state
    );
    parameter TRUE = 1'b1, FALSE = 1'b0;
    parameter PWM0 = 3'b000, PWM1 = 3'b001, PWM2 = 3'b010, PWM3 = 3'b011, PWM4 = 3'b100;
    reg [2:0] curState = PWM0, nextState, r_pwm_state = 0;
    assign o_pwm_state = r_pwm_state;
    always @(posedge i_clk or posedge i_reset) begin
        if(i_reset) begin
            curState <= PWM0;
        end
        else curState <= nextState;
    end
    always @(curState or i_button or i_clk) begin
        case (curState)
            PWM0:
            if(i_button[0] == TRUE) begin
                 nextState <= PWM1;
            end
            else nextState <= PWM0;
            PWM1:
            if(i_button[0] == TRUE) begin
                nextState <= PWM2;
            end
            else if(i_button[1] == TRUE) begin
                nextState <= PWM0;
            end
            else if(i_button[2] == TRUE) begin
                nextState <= PWM0;
            end
            else nextState <= PWM1;
            PWM2:
            if(i_button[0] == TRUE) begin
                nextState <= PWM3;
            end
            else if(i_button[1] == TRUE) begin
                nextState <= PWM1;
            end
            else if(i_button[2] == TRUE) begin
                nextState <= PWM0;
            end
            else nextState <= PWM2;
            PWM3:
            if(i_button[0] == TRUE) begin
                nextState <= PWM4;
            end
            else if(i_button[1] == TRUE) begin
                nextState <= PWM2;
            end
            else if(i_button[2] == TRUE) begin
                nextState <= PWM0;
            end
            else nextState <= PWM3;
            PWM4:
            if(i_button[0] == TRUE) begin
                nextState <= PWM4;
            end
            else if(i_button[1] == TRUE) begin
                nextState <= PWM3;
            end
            else if(i_button[2] == TRUE) begin
                nextState <= PWM0;
            end
            else nextState <= PWM4;
            default: nextState <= PWM0;
        endcase
    end
    always @(curState) begin
        case (curState)
            PWM0 : r_pwm_state <= 3'b000;
            PWM1 : r_pwm_state <= 3'b001;
            PWM2 : r_pwm_state <= 3'b010;
            PWM3 : r_pwm_state <= 3'b011;
            PWM4 : r_pwm_state <= 3'b100;
            default: r_pwm_state <= 3'b000;
        endcase
    end
endmodule
`timescale 1ns / 1ps
module MUX_4x1(
    input [3:0] i_pwm,
    input [2:0] i_pwm_state,
    output o_pwm
    );
    reg r_pwm;
    assign o_pwm = r_pwm;
    always @(*) begin
        r_pwm <= 1'b0;
        case(i_pwm_state)
            3'b000 : r_pwm <= 1'b0;
            3'b001 : r_pwm <= i_pwm[0];
            3'b010 : r_pwm <= i_pwm[1];
            3'b011 : r_pwm <= i_pwm[2];
            3'b100 : r_pwm <= i_pwm[3];
        endcase
    end
endmodule
`timescale 1ns / 1ps
module PWM(
    input [9:0] i_counter,
    output [3:0] o_pwm
    );
    assign o_pwm[0] = (i_counter < 300) ? 1'b1 : 1'b0;
    assign o_pwm[1] = (i_counter < 600) ? 1'b1 : 1'b0;
    assign o_pwm[2] = (i_counter < 800) ? 1'b1 : 1'b0;
    assign o_pwm[3] = (i_counter < 999) ? 1'b1 : 1'b0;
endmodule
`timescale 1ns / 1ps
module button(
    input i_clk, i_reset, i_button,
    output o_button
    );
    parameter TRUE = 1'b1, FALSE = 1'b0, DEBOUNCE = 5_000,
                RELEASED = 1'b0, PUSHED = 1'b1;
    reg [31:0] r_counter = 0;
    reg r_button, prevState;
    assign o_button = r_button;
    always @(posedge i_clk or posedge i_reset) begin
        if(i_reset) begin
            r_button <= FALSE;
            prevState <= RELEASED;
            r_counter <= 0;
        end
        else begin
            if(i_button == PUSHED && prevState == RELEASED &&  r_counter < DEBOUNCE) begin
                r_counter <= r_counter + 1;
                r_button <= FALSE;
            end
            else if(i_button == PUSHED && prevState == RELEASED && DEBOUNCE == r_counter) begin
                prevState <= PUSHED;
                r_counter <= 0;
                r_button <= FALSE;
            end
            else if(i_button == RELEASED && prevState == PUSHED && r_counter < DEBOUNCE) begin
                r_counter <= r_counter + 1;
                r_button <= FALSE;
            end
            else if(i_button == RELEASED && prevState == PUSHED && DEBOUNCE == r_counter) begin
                r_counter <= 0;
                prevState <= RELEASED;
                r_button <= TRUE;
            end
            else r_button <= FALSE;
        end
    end
endmodule
`timescale 1ns / 1ps
module clock_counter(
    input i_clk, i_reset,
    output [9:0] o_counter
    );
    reg [9:0] r_counter = 0;
    assign o_counter = r_counter;
    always @(posedge i_clk or posedge i_reset) begin
        if(i_reset) begin
            r_counter <= 0;
        end
        else begin
            if(r_counter == 999) begin
                r_counter <= 0;
            end
            else r_counter <= r_counter + 1;
        end
    end
endmodule
`timescale 1ns / 1ps
module clock_divider(
    input i_clk, i_reset,
    output o_clk
    );
    reg [5:0] r_counter = 0;
    reg r_clk = 0;
    assign o_clk = r_clk;
    always @(posedge i_clk or posedge i_reset) begin
        if(i_reset) begin
            r_counter <= 0;
        end
        else begin
            if(r_counter == 49) begin
                r_counter <= 0;
                r_clk <= ~r_clk;
            end
            else r_counter <= r_counter + 1;
        end
    end
endmodule
`timescale 1ns / 1ps
module clock_divider_FND(
    input i_clk, i_reset,
    output o_clk
    );
    reg r_clk = 0;
    reg [15:0] r_counter = 0;
    assign o_clk = r_clk;
    always @(posedge i_clk or posedge i_reset) begin
        if(i_reset) begin
            r_clk <= 1'b0;
            r_counter <= 0;
        end
        else begin
            if(r_counter == 49999) begin
                r_counter <= 0;
                r_clk <= ~r_clk;
            end
            else r_counter <= r_counter + 1;
        end
    end
endmodule
`timescale 1ns / 1ps
module display_fnd_state(
    input [2:0] i_pwm_state,
    output [3:0] o_Fnd
    );
    reg [3:0] r_Fnd;
    assign o_Fnd = r_Fnd;
    always @(*) begin
        case(i_pwm_state)
            3'b000 : r_Fnd <= 4'd0;
            3'b001 : r_Fnd <= 4'd1;
            3'b010 : r_Fnd <= 4'd2;
            3'b011 : r_Fnd <= 4'd3;
            3'b100 : r_Fnd <= 4'd4;
        endcase
    end
endmodule
`timescale 1ns / 1ps
module display_led_state(
    input [2:0] i_pwm_state,
    output [3:0] o_Led
    );
    reg [3:0] r_Led;
    assign o_Led = r_Led;
    always @(*) begin
        case(i_pwm_state)
            3'b000 : r_Led <= 4'b0000;
            3'b001 : r_Led <= 4'b1000;
            3'b010 : r_Led <= 4'b1100;
            3'b011 : r_Led <= 4'b1110;
            3'b100 : r_Led <= 4'b1111;
        endcase
    end
endmodule
`timescale 1ns / 1ps
module top_motor(
    input i_clk, i_reset,
    input [2:0] i_button,
    output o_pwm,
    output [3:0] o_Led,
    output [7:0] o_font,
    output o_position
    );
    wire w_clk_1MHz;
    clock_divider clk_div(
    .i_clk(i_clk),
    .i_reset(i_reset),
    .o_clk(w_clk_1MHz)
    );
    wire [9:0] w_counter_pwm;
    clock_counter clk_cnt(
    .i_clk(w_clk_1MHz),
    .i_reset(i_reset),
    .o_counter(w_counter_pwm)
    );
    wire [3:0] w_pwm;
    PWM pwm(
    .i_counter(w_counter_pwm),
    .o_pwm(w_pwm)
    );
    MUX_4x1 mux_4x1(
    .i_pwm(w_pwm),
    .i_pwm_state(w_pwm_state),
    .o_pwm(o_pwm)
    );
    wire w_clk_1kHz;
    clock_divider_FND clk_div_fnd(
    .i_clk(i_clk),
    .i_reset(i_reset),
    .o_clk(w_clk_1kHz)
    );
    wire [2:0] w_button;
    button upButton(
    .i_clk(w_clk_1MHz),
    .i_reset(i_reset),
    .i_button(i_button[0]),
    .o_button(w_button[0])
    );
    button downButton(
    .i_clk(w_clk_1MHz),
    .i_reset(i_reset),
    .i_button(i_button[1]),
    .o_button(w_button[1])
    );
    button offButton(
    .i_clk(w_clk_1MHz),
    .i_reset(i_reset),
    .i_button(i_button[2]),
    .o_button(w_button[2])
    );
    wire [2:0] w_pwm_state;
    FSM_motor fsm_motor(
    .i_button(w_button),
    .i_reset(i_reset),
    .i_clk(w_clk_1MHz),
    .o_pwm_state(w_pwm_state)
    );
    wire [3:0] w_Fnd;
    display_led_state display_led_state(
    .i_pwm_state(w_pwm_state),
    .o_Led(o_Led)
    );
    display_fnd_state display_fnd_state(
    .i_pwm_state(w_pwm_state),
    .o_Fnd(w_Fnd)
    );
    FND_position_decoder FND_position(
    .i_clk(w_clk_1kHz),
    .o_position(o_position)
    );
    BCDtoFND_decoder BCDtoFND_decoder(
        .i_reset(i_reset),
    .i_Fnd(w_Fnd),
    .o_font(o_font)
    );
endmodule
[run.sh]
#!/bin/bash
# OpenROAD 26Q1-2900-gdf79404cd8, Yosys 0.63+post, stock flow scripts
make -C /OpenROAD-flow-scripts/flow DESIGN_CONFIG=/design/flow/config.mk WORK_HOME=/design/flow/orfs finish
[config.mk]
export PLATFORM = sky130hd
export DESIGN_NAME = top_motor
export DESIGN_NICKNAME = top_motor
export VERILOG_FILES = /design/flow/design.v
export SDC_FILE = /design/flow/constraint.sdc
export NUM_CORES = 4
export LEC_CHECK = 1
export CORE_UTILIZATION = 50
[constraint.sdc]
current_design top_motor

set clk_period 4.3
set clk_io_pct 0.2

create_clock -name clk0 -period $clk_period [get_ports {i_clk}]

set non_clock_inputs [all_inputs -no_clocks]
set_input_delay [expr $clk_period * $clk_io_pct] -clock clk0 $non_clock_inputs
set_output_delay [expr $clk_period * $clk_io_pct] -clock clk0 [all_outputs]
==> results.yml <==
# synthesis and place-and-route metrics
power:
  finalPower_mw: 0.209
  power_density_nw_per_um2: 36.2
  p_leak_nw: 2.75
  vdd_drop_max_mv: 0.0994
clocking:
  cts_setup_buffers: 0
  h-tree-depth: 1
  cts_made_buffers: 3
  hold_buffers: 0
  ctsResizeCount: 0
  insertion_delay_ns: 0.22
  cts_buffer_depth: 2
  path_clk_slew_ns: 0.04
  cts_root_buf: "clkbuf_8"
  cts_tree: "built"
grt:
  grt_pass1_wl_um: 15100
  grt_pass1_vias: 3201
  grt_max_degree: 110
  grt_util_all_layers: 0.166
  antenna_found_initial: 0
  overflow: 0
synth:
  ys_warn_count: 10
  ys_area_um2: 5610
  ys_cells: 532
  async_reset_ff_frac: 0.945
  syn-cell-area_um2: 5610
  syn_avg_cell_area_um2: 10.5
  ff_type: "dfrtp_1"
  synth_cell_types: 59
  ys.flops: 128
  edf_count: 1
  synth_cells: 532
worst_setup_path:
  worst_setup_path_end_kind: "output port"
  reg2reg_to: "clk_div.r_clk$_DFFE_PP_"
  arrival_ns: 2.49
  crit_start: "i_reset"
  crit_path_max_fanout: 18
  critPathRequiredTime_ns: 3.44
  r2r_slack_ns: 3.00
  critical-path-top-cell-by-count: "clkdlybuf4s50_1"
  ff2ff_path_depth: 4
  worstPathCellList: "clkdlybuf4s50_1, clkinvlp_4, o211ai_1, clkdlybuf4s50_1"
  start_kind: "input pin"
  path_class: "input pin to output port"
  slowest_stage: "clkdlybuf4s50_1"
  crit_path_max_incr_delay_ns: 0.55
  regToRegStartpoint: "clk_div.r_counter[1]$_DFF_PP0_"
  critPathCapture: "o_font[5]"
final_timing:
  hold_violations: 0
  rsz0062_at_grt: "false"
  report.final.slew_viol_count: 0
  min_period_ns: 3.35
  worstMarginPinSlew_ns: 0.878
  fmax_mhz: 298
  period_used_share: 0.780
  setup_viol: 0
  tns_ns: 0
  unclocked_regs: 121
  unconstrained_endpoints: 126
  clock_skew_ns: 0.00293
  relSlewSlack: 0.409
finish:
  drive_gt1_frac: 0.0526
  area_growth_pct: 3.19
  fill_cells: 946
run_status:
  status: "completed"
placement:
  hpwlAfterDp_um: 6090
  place.gp.congestion: 0.848
  portBuffers: 16
floorplanning:
  die_w_um: 108
  chip_area_um2: 11600
  rows: 38
  pin_count: 19
  die_y_um: 108
  core_um2: 10900
  initCoreUtil: 0.515
routing:
  via_per_inst: 5.28
  wire_per_inst_um: 13.3
  vias: 3347
  antenna_left: 0
  antenna-diode-count: 0
  drt-total-wl_um: 8400
  drt-initial-drc-count: 154
  drt_first_pass_iters: 4
  drc: 0
run:
  warnings: 35
  cap_violations: 0
worst_hold_path:
  min_path_type: "flip-flop to flip-flop"
-- cell families after synthesis --
group	synth area share
buf+inv	0.0589
compound gates	0.0810
mux	0.0225
simple gates	0.197
other cells	0.00134
fa+ha+maj	0.0312
flops	0.545
latches	0.0161
xor+xnor	0.0468
-- Yosys cell counts, types with 3 or more instances --
cell type	n	area share
or3_1	6	0.0067
a21oi_1	8	0.0071
a31oi_1	4	0.0045
and2_1	8	0.0089
nor3_1	4	0.0036
xor2_1	11	0.017
clkbuf_1	63	0.042
mux2_2	5	0.010
a21o_1	3	0.0040
a211oi_1	3	0.0040
inv_1	18	0.012
nand3b_1	5	0.0067
or2_2	5	0.0056
dlxtn_1	6	0.016
nor2_1	29	0.019
dfrtp_1	121	0.54
nor3b_1	4	0.0054
and4_1	5	0.0078
nand3_1	20	0.018
o21ai_0	25	0.022
ha_1	14	0.031
nor2b_1	3	0.0033
nor4_1	23	0.026
mux2i_1	7	0.012
buf_4	3	0.0040
xnor2_1	19	0.030
o2111ai_1	4	0.0062
nand2_1	36	0.024
o211ai_1	3	0.0040
nand4_1	15	0.017
and3_1	11	0.012
and3b_1	5	0.0078
-- worst min-delay path by stage --
stage                                   from                              to  cells after the start
CTS           clk_div.r_counter[5]$_DFF_PP0_  clk_div.r_counter[5]$_DFF_PP0_                      1
global route  clk_div.r_counter[0]$_DFF_PP0_  clk_div.r_counter[0]$_DFF_PP0_                      1
finish        clk_div.r_counter[0]$_DFF_PP0_  clk_div.r_counter[0]$_DFF_PP0_                      1
-- critical path: cells and delay by family --
kind / cells / cell delay, ns
buffers and inverters: 3 / 1.41
AND-OR/OR-AND: 1 / 0.22
-- routing by layer --
| metal | routed length [um] | vias to the layer above | GRT usage |
|---|---|---|---|
| li1 | - | 1744 | - |
| met5 | 0 | - | 0 |
| met1 | 4610 | 1552 | 0.301 |
| met2 | 3570 | 47 | 0.241 |
| met3 | 165 | 4 | 0.0142 |
| met4 | 56 | 0 | 0.00978 |
-- area by class of cell --
| cell class | count | area [um2] | area share |
|---|---|---|---|
| multi-input combinational | 325 | 2150 | 0.372 |
| sequential | 128 | 3150 | 0.544 |
| timing repair buffer | 19 | 195 | 0.0337 |
| inverter | 18 | 71.3 | 0.0123 |
| tap | 140 | 175 | 0.0303 |
| clock buffer | 4 | 45.0 | 0.00778 |
-- metrics by stage --
step	worst slack, ns	cell area (um2)	std cells	utilization	hold WS [ns]
6_report	0.945	5790	634	0.532	0.496
2_1_floorplan	0.570	5640	538	-	0.449
4_1_cts	0.896	5790	634	0.532	0.501
3_5_place_dp	0.907	5740	630	0.527	0.493
5_1_grt	0.815	5790	634	0.532	0.518
3_3_place_gp	0.930	5740	630	0.527	0.475
-- power by group --
group,leakage [nW],internal (mW),switching [mW],total (mW)
combinational,1.04,0.0160,0.0352,0.0512
clock,0.0228,0.0639,0.0258,0.0897
sequential,1.69,0.0686,0,0.0686
total,2.75,0.148,0.0610,0.209
-- sequential cells by signal (all words and copies together), names as in the netlist, 2 cells and up --
name,flops
display_fnd_state.r_Fnd,2
upButton.r_counter,32
display_led_state.r_Led,4
clk_div.r_counter,6
fsm_motor.curState,3
clk_cnt.r_counter,10
downButton.r_counter,32
offButton.r_counter,32
-- layout by cell type (no fill, tap or decap), types with 11 or more instances in the layout --
| master | netlist | final |
|---|---|---|
| dfrtp_1 | 121 | 121 |
| o21ai_0 | 25 | 25 |
| nand2_1 | 36 | 36 |
| nand4_1 | 15 | 15 |
| clkdlybuf4s50_1 | 0 | 16 |
| xnor2_1 | 19 | 19 |
| nand3_1 | 20 | 20 |
| ha_1 | 14 | 14 |
| xor2_1 | 11 | 11 |
| and3_1 | 11 | 11 |
| nor2_1 | 29 | 29 |
| inv_1 | 18 | 17 |
| nor4_1 | 23 | 23 |
Power figures rest on the tool's default switching activity, not on a simulated workload.
